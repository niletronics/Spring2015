==> design/flow/design.v <==
module adderchecker(A,B,Cin,S,Cout);
parameter width = 4;
input [width-1:0]A,B;
input Cin;
output [width-1:0] S;
output Cout;
assign {Cout,S} = A + B + Cin;
endmodule
==> design/flow/run.sh <==
#!/bin/bash
# OpenROAD 26Q1-2900-gdf79404cd8, Yosys 0.63+post, stock flow scripts
make -C /OpenROAD-flow-scripts/flow DESIGN_CONFIG=/design/flow/config.mk WORK_HOME=/design/flow/orfs finish
==> design/flow/config.mk <==
export PLATFORM = sky130hd
export DESIGN_NAME = adderchecker
export DESIGN_NICKNAME = adderchecker
export VERILOG_FILES = /design/flow/design.v
export SDC_FILE = /design/flow/constraint.sdc
export NUM_CORES = 4
export LEC_CHECK = 1
export CORE_AREA = 10 10 70 70
export DIE_AREA = 0 0 80 80
==> design/flow/constraint.sdc <==
current_design adderchecker

set clk_period 3.8
set clk_io_pct 0.2

create_clock -name clk0 -period $clk_period

set non_clock_inputs [all_inputs -no_clocks]
set_input_delay [expr $clk_period * $clk_io_pct] -clock clk0 $non_clock_inputs
set_output_delay [expr $clk_period * $clk_io_pct] -clock clk0 [all_outputs]
==> CHANGELOG.md <==
### Changed

- Buffers on Ports: 14
- Chip area: 6400 um^2
- Gpl congestion: 0.7699
- Hold-fix buffer count after cts: 0
- Yosys warns: 0
- Global route overflow: 0
- Mapped Area: 143.9 um^2
- Worst setup path start: A[0]
- P_sw: 13.01 uW
- Unrepaired setup endpoints after global routing: false
- Yosys stat chip area: 143.9 um^2
- Comb pwr share: 100.0%
- Total GRT Usage: 1.457%
- Number of global-route vias before repair: 146
- Via/cell ratio: 2.013
- Count leader, synth: inv_1
- Family with the most delay on the worst path: buffers and inverters
- Init Core Util: 4.212%
- Setup TNS: 0 ns
- Critical Path Source Type: input pin
- Sequential Power Share: 0%
- Post-Place Cell Area: about 340 um^2
- Core Area: 3416 um^2
- Detailed Routing Iterations Pass 1: 2
- Design area: between 300 and 400 um^2
- DRC violations left: 0
- Final hold violation count: 0
- Flop Count: 0
- Crit share post-route: 89.60%
- Worst setup path endpoint: S[1]
- Max-cap violations: 0
- Post-route ant nets: 0
- Buffer and inverter count on the worst path: 4
- Initial DRC Count: 1
- # resized after CTS: 0
- CP Capture Type: primary output
- Final setup viols: 0
- Wire per inst: 6.645 um
- Worst-Margin Slew: 0.1570 ns
- Routed wire length: 505 um
- First-pass GRT wire length: 717 um
- Number of fill cells: a little over 400
- DIE WIDTH: 80 um
- Dominant cell type by area after synthesis: fa_1
- Clock power share: 0%
- HPWL after DPL: about 480 um
- Antenna cells: 0
- Synth area leaders: fa_1, ha_1, xnor2_1, inv_1, a21oi_2
- P&R area growth vs syn: 137.4%
- Syn avg cell area: around 9.0 um^2
- Site Rows: 21
- Switching share of power: approximately 29%
- Post-CTS Setup Inserts: 0
- CP arrival: 2.64 ns
- Minimum clock period: 3.405 ns
- DR vias: 153
- Post-synthesis sequential area ratio: 0%
- Num ports: 14
- Status: complete, no violations
- Power Internal: 32.10 uW
- Max Freq: 0.2937 GHz
- Share of layout cells above drive strength 1: 3.333%
- Clkbuf count: 0
- Worst stage delay on the critical path: 0.46 ns
- Tool Warnings: 35
- Worst rel slew slack: 89.42%
- Worst VDD drop: 14.53 uV
- FF/Latch Area: 0 um^2
- Slowest stage cell, crit path: clkdlybuf4s50_1
- Top cells by count, synth: inv_1, ha_1, fa_1, xnor2_1
- Crit path kind: in2out
- Top cell area share: 27.83%
- CP Max Fanout: 2
- Pwr/cell area: 132.1 nW/um^2
- Die Ht: approximately 80 um
- Netlist cell types: 9
- Worst hold-check path type: in2out
- Leak: 0.1346 nW
- Worst-path cell chain: clkdlybuf4s50_1 > fa_1 > inv_1 > fa_1 > inv_1 > clkdlybuf4s50_1
- Worst path depth: 6
- CP required: 3.04 ns
- Worst Hold Depth: 3
- Final Max Slew Viols: 0
- Initial antenna violation count: 0
- Mapped Cells: 16
- Yosys cell count: 16
- Largest net degree at the start of global routing: 4
-- metrics by stage --
stage                     power [mW]  utilization [%]  worst slack (ns)  instances  hold WS (ns)
after global placement       0.04577            10.00            0.4035         76         2.605
final                        0.04511            10.00            0.3952         76         2.603
after CTS                    0.04638            10.00            0.3794         76         2.605
after detailed placement     0.04605            10.00            0.3851         76         2.605
after global routing         0.05064            10.00            0.2904         76         2.631
after floorplan              0.01408                -             1.360         16         1.624
-- cells by family after synthesis --
group,share of synthesized area [%]
buf+inv,10.43
xor+xnor,12.18
compound gates,14.78
simple gates,8.701
fa+ha+maj,53.92
-- power by group through the flow --
stage | Clock [mW] | Sequential (mW) | Combinational, mW
after CTS | 0 | 0 | 0.0464
after global routing | 0 | 0 | 0.0506
final | 0 | 0 | 0.0451
-- cell usage in the layout, fill, tap and decap left out --
cell type,netlist,layout
nor2b_1,1,1
ha_1,3,3
a21oi_2,1,1
xnor2_1,2,2
fa_1,2,2
clkdlybuf4s50_1,0,14
o21ai_0,1,1
a21o_1,1,1
inv_1,4,4
nand2b_1,1,1
-- per-layer routing --
| metal | global-route usage, % | up-vias | part of all wire, % |
|---|---|---|---|
| met2 | 1.605 | 12 | 28 |
| met1 | 1.789 | 63 | 38 |
| met3 | 1.818 | 0 | 34 |
| met4 | 0 | 0 | 0 |
| met5 | 0 | - | 0 |
| li1 | - | 78 | - |
-- cell type report --
cell class / count / area [um^2] / area share (%)
timing repair buffer: 14 / 140.1 / 41.03
multi-input combinational: 12 / 128.9 / 37.73
tap: 46 / 57.56 / 16.85
inverter: 4 / 15.01 / 4.396
-- worst min-delay path by stage --
stage	from	end
CTS	Cin	S[0]
global route	Cin	S[0]
finish	Cin	S[0]
No activity file was given, so power comes from the tool's default toggle rates.
