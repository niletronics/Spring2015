### /design/flow/design.v
module NbitAdder(A,B,Cin,S,Cout);
parameter width = 8;
localparam base = width/4;
input [width-1:0] A,B;
input Cin;
output [width-1:0]S;
output Cout;
wire [base:0]C;
genvar i;
assign C[0] = Cin;
generate 
for (i=1;i<=base;i++) begin
leafadder #(.NoBitsLeaf(4)) l1(.A(A[(4*i-1):(4*i-4)]), .B(B[(4*i-1):(4*i-4)]), .Cin(C[i-1]), .S(S[(4*i-1):(4*i-4)]), .Cout(C[i]));
end
endgenerate
assign Cout = C[base];
endmodule 
module leafadder(A,B,Cin,S,Cout);
parameter NoBitsLeaf = 4;
input [NoBitsLeaf-1:0] A, B;
input Cin;
output [NoBitsLeaf-1:0] S;
output Cout;
wire [NoBitsLeaf-1:0] G,P;
wire [3:0]C;
assign G = A & B;
assign P = A | B;
assign C[0] = Cin;
assign C[1] = G[0] || (P[0] && Cin);
assign C[2] = G[1] || (P[1] && G[0]) || (P[1] && P[0] && Cin);
assign C[3] = G[2] || (P[2] && G[1]) || (P[2] && P[1] && G[0]) || (P[2] && P[1] && P[0] && Cin);
assign #5 Cout = G[3] || (P[3] && G[2]) || (P[3] && P[2] && G[1]) || (P[3] && P[2] && P[1] && G[0]) || (P[3] && P[2] && P[1] && P[0] && Cin);
assign #5 S = A^B^C;
endmodule
module stagerred_add(A,B,Cin,S,Cout,clk);
parameter WIDTH = 16;
parameter PW = WIDTH/2;
input [WIDTH-1:0] A,B; 		 
input clk,Cin;
output reg [WIDTH-1:0] S;		 
output reg Cout;
wire [PW-1:0] net_LSB_result;
wire [PW-1:0] net_MSB_result;
wire net_LSB_Carry;
wire net_MSB_Carry;
reg [PW-1:0] DF_EX1_LSB_A;
reg [PW-1:0] DF_EX1_MSB_A;
reg [PW-1:0] DF_EX1_LSB_B;
reg [PW-1:0] DF_EX1_MSB_B;
reg DF_EX1_Cin;
reg [PW-1:0] EX1_EX2_LSB_result;
reg [PW-1:0] EX1_EX2_MSB_A;
reg [PW-1:0] EX1_EX2_MSB_B;
reg EX1_EX2_LSB_Carry;
reg [PW-1:0] EX2_WB_LSB_result;
reg [PW-1:0] EX2_WB_MSB_result;
reg EX2_WB_MSB_Carry;
generate 
if(PW==8) begin
NbitAdder EX1_8(.A(DF_EX1_LSB_A),.B(DF_EX1_LSB_B),.Cin(DF_EX1_Cin),.S(net_LSB_result),.Cout(net_LSB_Carry));
NbitAdder EX2_8(.A(EX1_EX2_MSB_A),.B(EX1_EX2_MSB_B),.Cin(EX1_EX2_LSB_Carry),.S(net_MSB_result),.Cout(net_MSB_Carry));
end
else if(PW==4) begin
leafadder EX1_4(.A(DF_EX1_LSB_A),.B(DF_EX1_LSB_B),.Cin(DF_EX1_Cin),.S(net_LSB_result),.Cout(net_LSB_Carry)); 
leafadder EX2_4(.A(EX1_EX2_MSB_A),.B(EX1_EX2_MSB_B),.Cin(EX1_EX2_LSB_Carry),.S(net_MSB_result),.Cout(net_MSB_Carry)); 
end
endgenerate
always@(posedge clk) begin
	DF_EX1_LSB_A 		<= A[PW-1:0];							 
	DF_EX1_MSB_A 		<= A[WIDTH-1:PW];                          
	DF_EX1_LSB_B 		<= B[PW-1:0];                           
	DF_EX1_MSB_B 		<= B[WIDTH-1:PW];                          
	DF_EX1_Cin	 		<= Cin;								 
	EX1_EX2_MSB_A 		<= DF_EX1_MSB_A;
	EX1_EX2_MSB_B 		<= DF_EX1_MSB_B;
	EX1_EX2_LSB_result	<= net_LSB_result;
	EX1_EX2_LSB_Carry	<= net_LSB_Carry;
	EX2_WB_LSB_result 	<= EX1_EX2_LSB_result;
	EX2_WB_MSB_result	<= net_MSB_result;
	EX2_WB_MSB_Carry	<= net_MSB_Carry;
	S[WIDTH-1:0] 		<= {EX2_WB_MSB_result,EX2_WB_LSB_result};
	Cout		 		<= EX2_WB_MSB_Carry;
end
endmodule
### /design/flow/run.sh
#!/bin/bash
# OpenROAD 26Q1-2900-gdf79404cd8, Yosys 0.63+post, stock flow scripts
make -C /OpenROAD-flow-scripts/flow DESIGN_CONFIG=/design/flow/config.mk WORK_HOME=/design/flow/orfs finish
### /design/flow/config.mk
export PLATFORM = sky130hd
export DESIGN_NAME = stagerred_add
export DESIGN_NICKNAME = stagerred_add
export VERILOG_FILES = /design/flow/design.v
export SDC_FILE = /design/flow/constraint.sdc
export NUM_CORES = 4
export LEC_CHECK = 1
export CORE_UTILIZATION = 30
### /design/flow/constraint.sdc
current_design stagerred_add

set clk_period 3.8
set clk_io_pct 0.2

create_clock -name clk0 -period $clk_period [get_ports {clk}]

set non_clock_inputs [all_inputs -no_clocks]
set_input_delay [expr $clk_period * $clk_io_pct] -clock clk0 $non_clock_inputs
set_output_delay [expr $clk_period * $clk_io_pct] -clock clk0 [all_outputs]
==> flow_summary_export.csv <==
group,metric,value,unit
hold_path,min_path_type,"flip-flop to flip-flop",
critical_path,critPathBufInv,1,
sta,setup_viol,0,
sta,relSlewSlack,68.29,%
clocking,cts_made_buffers,9,
routing,antenna_cells_inserted,0,
hold_path,min_from,"EX1_EX2_LSB_result[4]",
pwr,vdd_drop_max,192.1,µV
logic_synthesis,ys_cells,212,
outcome,run_status,"finished, final reports clean",
floorplanning,die_h,99.02,µm
critical_path,worst-path-max-fanout,1,
clocking,root_buffer,"clkbuf_8",
placement,dpl.hpwl,2357,µm
pwr,sequentialPowerShare,54.9,%
floorplanning,fp-row-count,35,
logic_synthesis,synth_warnings,1,
pwr,power_frac_clock,35.3,%
global_routing,grt_max_degree,17,
routing,routed_wirelength,3277,µm
floorplanning,floorplan.io_pins,51,
critical_path,worstPathRequired,3040,ps
global_routing,grt_pass1_wl,5899,µm
pwr,leakage,1.690,nW
sta,fin_tns_setup,0,ps
clocking,htreeDepth,3,
flow_run,cap_violations,0,
routing,routedWlPerCell,8.424,µm
critical_path,worstPathArrival,1140,ps
placement,numPortBuffers,50,
global_routing,grt_antenna_before_repair,0,
logic_synthesis,yosys_area,2824,µm²
logic_synthesis,netlist_area,2824,µm²
critical_path,critPathTopFamily,"buffers and inverters",
cells_and_area,area_growth,30.93,%
critical_path,reg2reg_depth,8,
hold_path,min_delay_path_depth,0,
pwr,powerDensity,552.7,nW/µm²
pwr,p_switching,0.4167,mW
floorplanning,die-area,9805,µm²
pwr,internal_power,1.627,mW
pwr,total_power,2.044,mW
flow_run,warnings,45,
sta,post-route-min-period,1902,ps
routing,drt_first_pass_iters,4,
cells_and_area,drive_gt1_share,9.353,%
sta,maxSlewViolCount,0,
routing,antenna_left,0,
floorplanning,coreArea,9196,µm²
global_routing,grt_overflow,0,
critical_path,critPathLaunchType,"flip-flop",
critical_path,crit_path_end_kind,"output pin",
logic_synthesis,synth.distinct_cells,20,
sta,worst_slew_pin_slew,470.5,ps
routing,via_per_inst,3.699,
clocking,post-cts-setup-buffers,0,
logic_synthesis,avgSynthCellArea,13.32,µm²
pwr,pwr-share-comb,9.8,%
clocking,post_cts_resized,0,
sta,rsz0062_at_grt,"no",
floorplanning,floorplan.core_util,30.71,%
critical_path,path_class,"flip-flop to output pin",
sta,finClkSkew,11.58,ps
routing,drc,0,
sta,finalHoldViolCount,0,
floorplanning,die_w,99.02,µm
sta,period_used_share,50.06,%
logic_synthesis,numSynthFlops,92,
clocking,clock-sinks,92,
clocking,tritoncts,"built",
sta,hold_slack,330.3,ps
logic_synthesis,synthesis.instances,212,
logic_synthesis,ys_seq_share,65.22,%
critical_path,r2r_end,"EX2_WB_MSB_result[5]",
global_routing,grtUsageTotal,7.691,%
hold_path,whs_endpoint,"EX2_WB_LSB_result[4]",
routing,drt_iter0_drc,13,
clocking,hold_buffers,0,
cells_and_area,fillers,843,
critical_path,slowest_delay,460,ps
routing,vias,1439,
critical_path,r2r-start,"EX1_EX2_MSB_A[0]",
clocking,cts.path.max_buffers,2,
clocking,clk_pin_slew,90,ps
critical_path,r2r_setup_slack,1920,ps
pwr,p_sw_share,20.39,%
critical_path,slowest_stage,"clkdlybuf4s50_1",
sta,max_freq,0.5257,GHz
critical_path,crit_chain,"clkdlybuf4s50_1",
placement,place_congestion,0.7498,
clocking,worstSkewPairLatency,350,ps
global_routing,first_global_vias,1419,
-- cells in the mapped netlist --
master	n	share of area, %
o21bai_1	4	1.1
o31ai_2	2	0.89
or2_2	2	0.44
nor2_1	1	0.13
inv_1	43	5.7
nor3b_1	1	0.27
a211o_1	2	0.62
fa_1	4	2.8
ha_1	32	14
o31a_1	2	0.62
a21oi_1	4	0.71
dfxtp_1	92	65
xor2_1	4	1.2
nand2b_1	2	0.44
a21oi_2	2	0.62
o41ai_2	2	1.2
nor2b_1	1	0.22
o22ai_1	2	0.44
xnor2_1	8	2.5
o21ba_2	2	0.71
-- stage by stage --
step	setup WS, ps	cell area, µm²	util [%]	std cells
floorplan	2029	2824	-	212
detailed placement	1920	3463	37.66	373
CTS	1865	3697	40.20	389
global placement	1944	3463	37.66	373
finish	1898	3697	40.20	389
global route	1765	3697	40.20	389
-- sequential cells by signal, indices dropped and copies added (netlist names) --
name	cells
Cout	1
DF_EX1_Cin	1
DF_EX1_LSB_A	8
DF_EX1_LSB_B	8
DF_EX1_MSB_A	8
DF_EX1_MSB_B	8
EX1_EX2_LSB_Carry	1
EX1_EX2_LSB_result	8
EX1_EX2_MSB_A	8
EX1_EX2_MSB_B	8
EX2_WB_LSB_result	8
EX2_WB_MSB_Carry	1
EX2_WB_MSB_result	8
S	16
-- metal layers --
| layer | vias to the layer above | track usage [%] | share of wire, % |
|---|---|---|---|
| met5 | - | 0 | 0 |
| met4 | 0 | 2.067 | 3.0 |
| met3 | 9 | 2.453 | 5.8 |
| met2 | 37 | 13.72 | 50 |
| met1 | 624 | 8.939 | 42 |
| li1 | 769 | - | - |
-- power groups by stage --
stage                 Clock (mW)  Sequential, mW  Combinational [mW]
final                      0.722            1.12               0.200
after global routing       0.800            1.14               0.225
after CTS                  0.757            1.12               0.204
-- cells in the final DEF, fill, tap and decap left out --
cell type and instances:
dfxtp_1 92, clkdlybuf4s50_1 50, inv_1 43, ha_1 32, clkbuf_8 10, xnor2_1 8
a21oi_1 4, xor2_1 4, o21bai_1 4, fa_1 4, a21oi_2 2, o41ai_2 2
or2_2 2, o21ba_2 2, a211o_1 2, o22ai_1 2, nand2b_1 2, o31a_1 2
o31ai_2 2, clkinv_4 2, bufinv_16 2, nor3b_1 1, nor2_1 1, nor2b_1 1
inv_8 1, clkinvlp_4 1
-- final cells by class --
cell class	count	area, µm²	area share, %
Clock buffer	10	137.6	3.723
Clock inverter	6	96.34	2.606
Inverter	43	161.4	4.365
Multi-Input combinational cell	77	820.8	22.20
Sequential cell	92	1842	49.81
Tap cell	111	138.9	3.756
Timing Repair Buffer	50	500.5	13.54
-- cells by family (layout without fill, tap and decap cells) --
kind of cell    Yosys count  count (layout)  share of synthesized area [%]
fa+ha+maj                36              36                          17.01
xor+xnor                 12              12                          3.722
compound gates           22              22                          6.823
flops                    92              92                          65.22
buf+inv                  43             109                          5.715
simple gates              7               7                          1.506
-- worst max path at each step --
stage,startpoint,to,slack (ps),cells past startpoint
after CTS,S[7],S[7],1870,1
final,S[7],S[7],1900,1
after global routing,EX1_EX2_MSB_A[3],EX2_WB_MSB_result[5],1760,8
Power is estimated from default activity; no workload was simulated.
